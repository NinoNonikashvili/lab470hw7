File: flow/config.mk
export PLATFORM = sky130hd
export DESIGN_NAME = clk_div
export DESIGN_NICKNAME = clk_div
export VERILOG_FILES = /design/flow/design.v
export SDC_FILE = /design/flow/constraint.sdc
export NUM_CORES = 4
export LEC_CHECK = 1
export CORE_AREA = 10 10 95 95
export DIE_AREA = 0 0 105 105
File: flow/constraint.sdc
current_design clk_div

set clk_period 3.5
set clk_io_pct 0.2

create_clock -name clk0 -period $clk_period [get_ports {clk}]

set non_clock_inputs [all_inputs -no_clocks]
set_input_delay [expr $clk_period * $clk_io_pct] -clock clk0 $non_clock_inputs
set_output_delay [expr $clk_period * $clk_io_pct] -clock clk0 [all_outputs]
File: flow/design.v
`timescale 1ns / 1ps
module clk_div(
input clk,
output  slowclock);
	 reg [18:0] counter=0;
	 reg reg_slowclock=0;
	 parameter [18:0] max=40;  
	 always @(posedge clk)
	 begin
	 counter<=counter+1;
	 if(counter==max)begin
	 reg_slowclock<=!reg_slowclock;
	 counter<=0;
	 end
	 end
	 assign slowclock=reg_slowclock;
endmodule
File: flow/run.sh
#!/bin/bash
# OpenROAD 26Q1-2900-gdf79404cd8, Yosys 0.63+post, stock flow scripts
make -C /OpenROAD-flow-scripts/flow DESIGN_CONFIG=/design/flow/config.mk WORK_HOME=/design/flow/orfs finish
==> qor.txt <==
status = finished, final reports clean
final instance area = 1000 um^2
Syn Inst Count = 80
Synth Area in Compound Gates = 0
filler instances = 789
CP Capture Type = output port
Reg power frac = 0.538
ys cells = 80
number of enable flip-flop cells = 1
relative slew slack = 0.557
setup tns final = 0 ns
clk sink count = 20
ant diodes = 0
share of cells above drive strength 1 = 0.0706
Area leader share = 0.471
Hold Violations, Final = 0
Synth Register Bits = 20
worst vdd ir = 0.130 mV
Final setup viols = 0
Psw = 73.0 uW
main flop type = dfxtp_1
Worst R2R Path Depth = 4
Reg clk slew, reported paths = 0.08 ns
Hold Crit Class = reg -> reg
TritonCTS clock tree = yes
Total GRT Usage = 0.0230
initial antenna violation count = 0
GP Congestion = 0.768
post-synthesis simple-gate area fraction = 0.257
Layout Cells excl Fill = 181
switching share of power = 0.171
worst-path cell chain = clkdlybuf4s50_1
Logic pwr share = 0
ANT nets after route = 0
Pre-Repair DR Iteration Count = 3
Worst Hold End = counter[18]
PD cells = 424 nW/um^2
largest net degree at the start of global routing = 13
crit path max-delay cell type = clkdlybuf4s50_1
Syn Std Cell Area = 807 um^2
yosys xor share = 0.184
crit path kind = reg -> out
Hold Path Origin = counter[18]
top cells by area = dfxtp_1 47%, xnor2_1 14%, nand3_1 5.0%
CP Max Fanout = 2
CTS Buf Count = 3
clock latency (worst-skew pair) = 0.26 ns
cell taking the most area after synthesis = dfxtp_1
Adder Area Share = 0.0310
period utilisation layout = 0.503
Area after DPL = 937 um^2
wire length per cell = 6.50 um
Worst Hold Depth = 1
Initial Utilization = 0.117
crit path DAT = 1.06 ns
# port buffers = 1
drt drc = 0
Core Box Area = 6910 um^2
Layout Skew = 0.00666 ns
Final Slew Violations = 0
final worst setup slack = 1.74 ns
Worst Setup Start Kind = register
Synth Area per Inst = 10.1 um^2
GRT overflow = 0
die height = 105 um
Mux area share = 0
slew at the pin with the worst max-slew slack = 0.660 ns
Chip Width = 105 um
dpl cells = 177
CP Buf/Inv Count = 1
Critical Path RT = 2.80 ns
MI comb area = 382 um^2
synth unique cells = 19
Log Warnings = 26
YS chip area = 807 um^2
H-tree level count = 1
Total Die Area = 11000 um^2
root buf cell = clkbuf_8
max-cap viol count = 0
reg2reg setup slack = 1.90 ns
FF/Latch Area = 410 um^2
vias post-DR = 526
cell family with most CP delay = buffers and inverters
Iteration-0 DRC Markers = 8
hold-fix buffers at CTS = 0
cts repair resizes = 0
IO Count = 2
via/cell ratio = 2.91
clock power share = 0.462
DP Wirelength = 843 um
post-CTS setup buffers = 0
Pleak = 0.311 nW
Hold WS = 0.467 ns
Final min period = 1.76 ns
Ys Warns = 1
Critical R2R Launch = counter[2]
wirelength, routed = 1180 um
asr flop ratio synth = 0
Area Growth Syn to Fin = 24.3%
number of placement rows = 30
RSZ-0062 raised after global routing = no
maximum clock rate = 569 MHz
Top non-seq family = simple AND/OR/NAND/NOR gates
clk buf depth = 2
P_int = 353 uW
R2R Path End = counter[17]
register area share after synthesis = 0.509
first-pass GRT wire length = 2240 um
pre-CTS WS = 1.94 ns
max incr delay on CP = 0.47 ns
number of global-route vias before repair = 518
-- through the flow --
stage,power (mW),util
6_report,0.426,0.145
5_1_grt,0.445,0.145
3_5_place_dp,0.234,0.136
4_1_cts,0.434,0.145
3_3_place_gp,0.234,0.136
2_1_floorplan,0.234,-
-- cell families (layout without fill, tap and decap cells) --
kind of cell	count (synthesis)	count (layout)
and+or+nand+nor	37	37
DFF	20	20
xor gates and xnor gates	17	17
buffers and inverters	4	9
adders and majority gates	2	2
-- power by group through the flow --
stage | clock network (mW) | logic [mW] | registers, mW
4_1_cts | 0.205 | 0.000000113 | 0.229
5_1_grt | 0.216 | 0.000000113 | 0.229
6_report | 0.197 | 0.000000113 | 0.229
-- area by class of cell --
type | instances | share of cell area
tap | 96 | 0.120
sequential | 20 | 0.409
timing repair buffer | 1 | 0.00998
inverter | 4 | 0.0150
multi-input combinational | 56 | 0.380
clock buffer | 4 | 0.0661
-- cells in the final DEF (no fill, tap or decap), drive strengths merged --
cell type,synthesis,layout
dfxtp,19,19
xnor2,13,13
nor2,9,9
nand3,8,8
nand4,5,5
nand2,5,5
inv,4,4
xor2,4,4
clkbuf,0,4
and4,2,2
ha,2,2
nor3,2,2
or4,1,1
nor4,1,1
nor4b,1,1
nor2b,1,1
and2,1,1
and3,1,1
clkdlybuf4s50,0,1
edfxtp,1,1
-- flip-flops by register name, summed over array words and instances (netlist names) --
| signal | flops |
|---|---|
| counter | 19 |
| reg_slowclock | 1 |
-- synth_stat cells, types with 2 or more instances --
master,n
nand2_1,5
nand4_1,5
and4_1,2
nor2_1,9
xnor2_1,13
xor2_1,4
ha_1,2
inv_1,4
nand3_1,8
dfxtp_1,19
-- metal layers --
metal | vias to the layer above | part of all wire | track usage
met4 | 0 | 0.016 | 0.00392
met5 | - | 0 | 0
met1 | 239 | 0.53 | 0.0308
li1 | 280 | - | -
met2 | 5 | 0.40 | 0.0338
met3 | 2 | 0.058 | 0.0106
-- worst max path at each step --
stage                    startpoint   endpoint  depth (start not counted)  slack [ns]
final                 reg_slowclock  slowclock                          1        1.74
after global routing  reg_slowclock  slowclock                          1        1.69
after CTS             reg_slowclock  slowclock                          1        1.72
Power is estimated from default activity; no workload was simulated.
