==> flow/design.v <==
`timescale 1ns / 1ps
 module top(
	input clk, 	 
	output reg[6:0] led,
	output reg [3:0] anode, 
	output clk_out
    );
parameter integer max = 4000; 
	reg [14:0] counter = 0;
	reg slowclk_reg =0;
	reg [15:0] four_digit_input;
	always @(posedge clk) 
		begin
			counter <= counter + 1;
			if (counter == max) 
				begin
					counter <= 0;
					slowclk_reg <= !slowclk_reg; 
				end
		end
	assign clk_out = slowclk_reg;
	reg [1:0] enable_anode=0;
	always @(posedge clk_out)
		begin
	four_digit_input[15:12]=1;
	four_digit_input[11:8]=5;
	four_digit_input[7:4]=9;
	four_digit_input[3:0]=5;
			case(enable_anode)
				0: begin
							anode <= 4'b1110;  
							enable_anode <= 1;
							case(four_digit_input[15:12])
							 0: led = 7'b1000000;  
							 1: led = 7'b1111001;  
							 2: led = 7'b0100100;  
							 3: led = 7'b0110000;  
							 4: led = 7'b0011001;  
							 5: led = 7'b0010010;  
							 6: led = 7'b0100000;  
							 7: led = 7'b1111000;  
							 8: led = 7'b0000000;  
							 9: led = 7'b0010000;  
							 default: led = 7'b1000000;  
							 endcase
						end
				1: begin
							anode <= 4'b1101; 
							enable_anode <= 2;
							case(four_digit_input[11:8])
							 0: led = 7'b1000000;  
							 1: led = 7'b1111001;  
							 2: led = 7'b0100100;  
							 3: led = 7'b0110000;  
							 4: led = 7'b0011001;  
							 5: led = 7'b0010010;  
							 6: led = 7'b0100000;  
							 7: led = 7'b1111000;  
							 8: led = 7'b0000000;  
							 9: led = 7'b0010000;  
							 default: led = 7'b1000000;  
							 endcase
						end
				2: begin
							anode <= 4'b1011; 
							enable_anode <= 3;
							case(four_digit_input[7:4])
							 0: led = 7'b1000000;  
							 1: led = 7'b1111001;  
							 2: led = 7'b0100100;  
							 3: led = 7'b0110000;  
							 4: led = 7'b0011001;  
							 5: led = 7'b0010010;  
							 6: led = 7'b0100000;  
							 7: led = 7'b1111000;  
							 8: led = 7'b0000000;  
							 9: led = 7'b0010000;  
							 default: led = 7'b1000000;  
							 endcase 
						end
				3: begin
							anode <= 4'b0111;   
							enable_anode <=0;
							case(four_digit_input[3:0])
							 0: led = 7'b1000000;  
							 1: led = 7'b1111001;  
							 2: led = 7'b0100100;  
							 3: led = 7'b0110000;  
							 4: led = 7'b0011001;  
							 5: led = 7'b0010010;  
							 6: led = 7'b0100000;  
							 7: led = 7'b1111000;  
							 8: led = 7'b0000000;  
							 9: led = 7'b0010000;  
							 default: led = 7'b1000000;  
							 endcase
					end
			endcase
		end
endmodule
==> flow/run.sh <==
#!/bin/bash
# OpenROAD 26Q1-2900-gdf79404cd8, Yosys 0.63+post, stock flow scripts
make -C /OpenROAD-flow-scripts/flow DESIGN_CONFIG=/design/flow/config.mk WORK_HOME=/design/flow/orfs finish
==> flow/config.mk <==
export PLATFORM = sky130hd
export DESIGN_NAME = top
export DESIGN_NICKNAME = top
export VERILOG_FILES = /design/flow/design.v
export SDC_FILE = /design/flow/constraint.sdc
export NUM_CORES = 4
export LEC_CHECK = 1
export CORE_AREA = 10 10 100 100
export DIE_AREA = 0 0 110 110
==> flow/constraint.sdc <==
current_design top

set clk_period 2.3
set clk_io_pct 0.2

create_clock -name clk0 -period $clk_period [get_ports {clk}]

set non_clock_inputs [all_inputs -no_clocks]
set_input_delay [expr $clk_period * $clk_io_pct] -clock clk0 $non_clock_inputs
set_output_delay [expr $clk_period * $clk_io_pct] -clock clk0 [all_outputs]
==> CHANGELOG.md <==
### Changed

* Die x size at 110 µm
* Highest Signal Layer: met4
* Worst hold stages at 1
* Worst Path Max Fanout at 10
* Comb area at 462 µm²
* CTS tree: done
* Data arrival, critical path at 1280 ps
* Yosys cell count at 102
* Final worst-path cycle share at 0.756
* Number of max-cap violations at 0
* Unique cell types at 28
* Mean area per synthesized cell at 10.2 µm²
* Worst vdd ir at 0.000420 V
* Seq share, synth at 0.472
* Lkg Pwr at 0.525 nW
* CP peak stage delay at 530 ps
* # rows at 32
* CP Capture Type: primary output
* Syn Inst Count at 102
* WL met3 at 155 µm
* Buffer and inverter count on the worst path at 1
* Vias in the first global route at 537
* Post-synth regs at 24
* First-pass GRT wire length at 2460 µm
* Iter 0 DRT Violations at 25
* Crit-path leading delay family: buffers and inverters
* Hold Fails Final Rpt at 0
* Post-layout min period at 1740 ps
* OpenROAD warnings at 33
* # IOs at 13
* Setup Skew at 3.62 ps
* Total grt overflow at 0
* Setup violators final at 0
* Total CTS buffers at 3
* Area of the die at 12100 µm²
* I/O Buffers at 10
* Hold crit path type: register to register
* Crit path cell chain: clkdlybuf4s50_1
* Post-DRT Antenna Nets at 0
* Total Wirelength at 1570 µm
* H-tree depth at 1
* Largest regs: counter x15, anode x4
* Slowest-stage cell, CP: clkdlybuf4s50_1
* Initial antenna violation count at 0
* Status: finished clean
* Commonest non-fill, non-tap cells in the layout: dfxtp_1 (23), inv_1 (12), ha_1 (10), clkdlybuf4s50_1 (10), a21oi_1 (5)
* Worst-Skew Late Latency at 250 ps
* Top reg by flops: counter
* Die Y at 110 µm
* Vias post-DR at 642
* # hold bufs at CTS at 0
* Clock Path Buffers at 2
* Setup TNS at 0 ps
* Register pins left without a clock at 8
* Reg2reg path depth at 3
* First-pass iteration count of the detailed router at 3
* Endpoints left unconstrained at 17
* Max FFs per register at 15
* RSZ-0062 raised after global routing: false
* Critical path depth in cells at 1
* Tot Pwr at 0.000525 W
* Worst Path Required at 1840 ps
* Fill cells at 862
* Fmax at 575 MHz
* Pre-Place Util at 0.133
* Syn-to-layout area delta at 23.8%
* Share of cells above drive strength 1 at 0.117
* Max-slew violation count at 0
* Total core area at 7810 µm²
* DR DRC count at 0
* Post-CTS Resized at 0
* Wire per inst at 7.38 µm
* Post-Syn Area at 1040 µm²
* Worst setup SP type: register
* Ys Warns at 1
* Most numerous logic cell after layout: dfxtp_1
* GRT Overall Usage at 0.0243
* Largest net degree at the start of global routing at 12
* Final Wtd Congestion at 0.759
* Seq. cell area at 490 µm²
* Met2 wire length at 594 µm
* Root Buffer Master: clkbuf_8
* YS chip area at 1040 µm²
* Post-CTS Setup Inserts at 0
* M1 WL at 815 µm
* Clock-pin slew on the worst setup and hold paths at 60 ps
* HPWL after detailed placement at 1200 µm
* # diodes at 0
* Pwr Density at 408 nW/µm²
* Setup CP Type: register to primary output
* Vias/cell at 3.01
## area by class of cell
| type | instances | area share |
|---|---|---|
| Clock buffer | 4 | 0.0428 |
| Inverter | 12 | 0.0350 |
| Multi-Input combinational cell | 60 | 0.359 |
| Sequential cell | 24 | 0.381 |
| Tap cell | 102 | 0.0991 |
| Timing Repair Buffer | 11 | 0.0836 |
## synth_stat cells
library cell	instances	area share
dfxtp_1	23	0.44
inv_1	12	0.043
ha_1	10	0.12
a21oi_1	5	0.024
buf_4	5	0.036
nand3_1	4	0.019
xnor2_1	4	0.034
nand2_1	3	0.011
nand4_1	3	0.018
o21ai_0	3	0.014
o31ai_1	3	0.022
or3_1	3	0.018
or4_1	3	0.022
xor2_1	3	0.025
conb_1	2	0.0072
nor2_2	2	0.012
nor4_1	2	0.012
or2_2	2	0.012
a21oi_2	1	0.0084
buf_2	1	0.0048
edfxtp_1	1	0.029
nand2b_1	1	0.0060
nand4bb_1	1	0.011
nor2_1	1	0.0036
nor2b_2	1	0.0084
nor3_1	1	0.0048
nor4_4	1	0.020
or4_4	1	0.011
## per-layer routing
layer | global-route usage | up-vias
li1 | - | 354
met1 | 0.0358 | 274
met2 | 0.0339 | 12
met3 | 0.0106 | 2
met4 | 0.000929 | 0
met5 | 0 | -
## kinds of logic after synthesis
kind of cell	Yosys count	share of synthesized area
other cells	2	0.00722
flops	24	0.472
buf+inv	18	0.0842
fa+ha+maj	10	0.120
xor+xnor	7	0.0590
compound gates	12	0.0686
simple gates	29	0.189
## report_power, final
part              total, W  internal [W]  leakage, nW  switching, W
clock             0.000245      0.000152       0.0288     0.0000938
sequential        0.000279      0.000279        0.197             0
combinational  0.000000151             0        0.300   0.000000150
## metrics by stage
stage / cell area (µm²) / cells / utilization / hold WS [ps] / worst slack, ps
4_1_cts: 1290 / 213 / 0.165 / 462 / 534
5_1_grt: 1290 / 213 / 0.165 / 494 / 479
2_1_floorplan: 1040 / 102 / - / 433 / 662
6_report: 1290 / 213 / 0.165 / 461 / 562
3_5_place_dp: 1230 / 209 / 0.158 / 451 / 706
3_3_place_gp: 1230 / 209 / 0.158 / 449 / 709
## final timing paths
path / start / end / slack [ps]
setup reg to reg: counter[4] / counter[10] / 670
hold / removal: counter[14] / counter[14] / 460
setup / recovery: slowclk_reg / clk_out / 560
hold reg to reg: counter[14] / counter[14] / 460
Power and IR drop assume default switching activity.
